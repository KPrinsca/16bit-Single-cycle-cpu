**flow/config.mk**
```make
export PLATFORM = sky130hd
export DESIGN_NAME = Data_Memory
export DESIGN_NICKNAME = Data_Memory
export VERILOG_FILES = /design/flow/design.v
export SDC_FILE = /design/flow/constraint.sdc
export NUM_CORES = 4
export LEC_CHECK = 1
export CORE_UTILIZATION = 40
```
**flow/constraint.sdc**
```tcl
current_design Data_Memory

set clk_period 75.4
set clk_io_pct 0.2

create_clock -name clk0 -period $clk_period [get_ports {clk}]

set non_clock_inputs [all_inputs -no_clocks]
set_input_delay [expr $clk_period * $clk_io_pct] -clock clk0 $non_clock_inputs
set_output_delay [expr $clk_period * $clk_io_pct] -clock clk0 [all_outputs]
```
**flow/design.v**
```verilog
module Data_Memory(
    input [15:0] DMem_In, 
    input [15:0] Data_Write, 
    input Mem_Write,
    input Mem_Read,
    input clk,
    output reg[15:0] DataM_out
    );
 reg 	[7:0] 	Memory[255:0];
    integer i;
wire [7 : 0] Mem_addr = DMem_In[7:0]; 
initial begin
  for (i = 0; i < 256; i = i + 1) begin
    Memory[i] = 8'b0;
  end
end
always@(*) begin
      if(Mem_Read) begin
 DataM_out = {Memory[Mem_addr],Memory[Mem_addr+1]};
      end 
      else begin
            DataM_out = 16'b0; 
        end
end
    always 	@(negedge  clk)		 
   		begin
   		 if (Mem_Write) begin
    Memory[Mem_addr] <= Data_Write[15:8];
      Memory[Mem_addr+1] <= Data_Write[7:0];
    end
  end
endmodule
```
**flow/run.sh**
```bash
#!/bin/bash
# OpenROAD 26Q1-2900-gdf79404cd8, Yosys 0.63+post, stock flow scripts
make -C /OpenROAD-flow-scripts/flow DESIGN_CONFIG=/design/flow/config.mk WORK_HOME=/design/flow/orfs finish
```
==> changes_impl.md <==
### Metrics

- Cell type with the highest aggregate area in the netlist: sky130_fd_sc_hd__edfxtp_1
- Mean cell area of the mapped netlist: 16.4 um^2
- Final setup TNS: 0 ps
- Max Slew Vio Count: 0
- Yosys stat cell total: 7503
- Die width: 556 um
- Flip-flops with a built-in enable: 2048
- Synth flops: 2048
- DRC Markers: 0
- Number of placed instances, taps included: 11280
- Power Total: 3.32 mW
- Actual transition at the worst max-transition pin: 1200 ps
- Std cell rows: 203
- Remaining max-slew budget at the tightest pin: 0.198
- Number of iterations in the first detailed-routing pass: 6
- Number of warnings issued by yosys: 1
- Biggest register: Memory
- Total Die Area: 309000 um^2
- Core utilization before placement: 0.402
- Routability cong.: 1.03
- Critical path buffers and inverters: 2
- FFs w/ async S/R, synth: 0
- Top cell area share: 0.501
- Xor/xnor cell area share of the yosys netlist: 0.000550
- Flip-flop count of the largest register after layout: 2048
- Fraction of final layout cells with drive strength greater than 1: 0.400
- Overall Global Routing Usage: 0.332
- Leak pwr: 54.6 nW
- WL per Instance: 34.0 um
- Largest regs: Memory x2048
- Chip area in the Yosys report: 123000 um^2
- Maximum number of pins on one net before global-route repair: 105
- Antenna violations before repair: 40
- Area of the core: 306000 um^2
- Worst vdd rail ir drop: 0.0000210 V
- Number of top-level pins: 51
- Residual antenna-violating net count after detailed routing: 0
- Mean number of vias per cell: 6.18
- Power density relative to cell area: 22.9 nW/um^2
- Critical path's top delay family: AND-OR/OR-AND gates
- First-pass GRT wire length: 663000 um
- Count of placed standard cells in the final layout, fillers left out: 13846
- Largest incremental delay on the critical path: 730 ps
- Synth cell types: 64
- Chip height: 556 um
- Final WL: 471000 um
- Synth Seq Share: 0.501
- Post-synthesis cell area: 123000 um^2
- Critical Setup Path Class: register to primary output
- Required time of the critical path: 60320 ps
- Dominant non-sequential cell family after synthesis: multiplexers
- Post-synthesis adder-cell area fraction: 0.000510
- Post-detail-place hpwl: 303000 um
- Clock root buffer: sky130_fd_sc_hd__clkbuf_16
- Port Buffers: 42
- Cell types with the largest area share after synthesis: sky130_fd_sc_hd__edfxtp_1 50%, sky130_fd_sc_hd__mux4_2 22%, sky130_fd_sc_hd__mux2_2 14%, sky130_fd_sc_hd__mux2_1 4.3%, sky130_fd_sc_hd__clkbuf_1 1.7%
- Min-Delay Path Class: primary input to primary output
- Post-cts sizing count: 0
- Post-cts hold buffer count: 0
- Max-cap violations: 0
- Number of buffers inserted by post-CTS setup repair: 0
- Post-Syn Instances: 7503
- Clock Pin Slew Worst Setup and Hold Paths: 30 ps
- Fraction of the mapped netlist area in simple logic gates: 0.0307
- Compound-Gate Fraction of Synth Area: 0.0225
- Slowest cell on the critical path: sky130_fd_sc_hd__o41a_1
- Overflow left after global routing: 0
- Mux share of post-synthesis cell area: 0.413
- Count of routing violations after the opening detailed-route iteration: 6396
- Detailed-route via count: 85585
- CTS tree: yes
- CTS sink cnt: 2048
- Run status: finished clean
- Number of levels the H-tree was split into: 4
- Number of buffers added by the clock tree synthesis step: 246
- Tool warnings: 1046
- Critical path cell sequence: mux4_2 -> nand2_1 -> and3_1 -> a311oi_1 -> o21ai_0 -> buf_4 -> a21oi_1 -> o41a_1 -> clkdlybuf4s50_1
- Unrepaired setup endpoints after global routing: no
- Startpoint type of the worst setup path: register
- Via count of the first global-routing pass: 93197
- Area growth, synth to finish: 18.1%
- Critical path endpoint category: primary output
- Setup violators final: 0
- Maximum count of clock buffers along a single path: 4
- Top fanout value on the critical path: 2
- Worst EP arrival: 42500 ps
- Most used DFF post-synth: sky130_fd_sc_hd__edfxtp_1
- Final hold viol count: 0
- Total of fill cells in the finished design: 25317
-- through the flow --
stage / util / setup slack (ps) / area, um^2 / hold slack (ps)
final: 0.474 / 17820 / 145000 / 31470
after global routing: 0.474 / 17850 / 145000 / 31460
after CTS: 0.474 / 17930 / 145000 / 31460
after detailed placement: 0.422 / 17500 / 129000 / 31460
after global placement: 0.422 / 17550 / 129000 / 31470
after floorplan: - / 19590 / 123000 / 30220
-- logic make-up (layout without fill, tap and decap cells) --
group,count (synthesis),after routing
simple gates,838,838
mux,3292,3292
buf+inv,881,3039
compound gates,433,433
other cells,0,85
flops,2048,2048
fa+ha+maj,5,5
xor+xnor,6,6
-- synthesized netlist by cell type (25+ instances only) --
cell,count
sky130_fd_sc_hd__mux2i_1,31
sky130_fd_sc_hd__nand2_1,488
sky130_fd_sc_hd__mux2_2,1575
sky130_fd_sc_hd__mux2_1,473
sky130_fd_sc_hd__and3_1,25
sky130_fd_sc_hd__buf_2,207
sky130_fd_sc_hd__edfxtp_1,2048
sky130_fd_sc_hd__clkbuf_1,551
sky130_fd_sc_hd__a22oi_1,40
sky130_fd_sc_hd__mux4_2,1213
sky130_fd_sc_hd__buf_4,66
sky130_fd_sc_hd__nand2_2,35
sky130_fd_sc_hd__o22ai_1,69
sky130_fd_sc_hd__o21ai_0,189
sky130_fd_sc_hd__nor2_1,77
sky130_fd_sc_hd__buf_1,37
sky130_fd_sc_hd__nand3_1,98
sky130_fd_sc_hd__nor2_2,45
-- placed cells by master, fill, tap and decap left out, types with 11 or more instances in the layout --
cell	netlist	final
sky130_fd_sc_hd__nand2_2	35	46
sky130_fd_sc_hd__inv_4	0	20
sky130_fd_sc_hd__a21oi_1	20	19
sky130_fd_sc_hd__buf_4	66	500
sky130_fd_sc_hd__a22oi_1	40	40
sky130_fd_sc_hd__a311oi_1	18	18
sky130_fd_sc_hd__mux2_2	1575	1575
sky130_fd_sc_hd__nor2_1	77	50
sky130_fd_sc_hd__edfxtp_1	2048	2048
sky130_fd_sc_hd__nor2_2	45	58
sky130_fd_sc_hd__clkbuf_16	0	247
sky130_fd_sc_hd__o21ai_0	189	189
sky130_fd_sc_hd__clkinvlp_2	0	68
sky130_fd_sc_hd__and3_1	25	25
sky130_fd_sc_hd__a32oi_1	15	15
sky130_fd_sc_hd__clkdlybuf4s50_1	0	22
sky130_fd_sc_hd__mux4_2	1213	1213
sky130_fd_sc_hd__diode_2	0	85
sky130_fd_sc_hd__nor2_4	13	27
sky130_fd_sc_hd__nand3_1	98	92
sky130_fd_sc_hd__buf_8	0	19
sky130_fd_sc_hd__mux2_1	473	473
sky130_fd_sc_hd__o2111ai_1	11	11
sky130_fd_sc_hd__mux2i_1	31	31
sky130_fd_sc_hd__nand2_1	488	477
sky130_fd_sc_hd__o22ai_1	69	69
sky130_fd_sc_hd__bufinv_16	0	41
sky130_fd_sc_hd__a211oi_1	12	12
sky130_fd_sc_hd__inv_1	4	2098
-- final timing paths --
path / start / to / slack, ps / cells past startpoint
max: Memory[13][7] / DataM_out[7] / 17820 / 9
min: Mem_Read / DataM_out[2] / 31470 / 3
-- where the power goes --
part	switching, mW	internal (mW)	leakage, nW	total (mW)
combinational	0.240	0.152	21.2	0.392
sequential	0.00249	1.27	18.4	1.27
clock	0.782	0.877	15.0	1.66
total	1.02	2.30	54.6	3.32
-- per-layer routing --
layer | GRT usage | vias up | wire length [um]
met3 | 0.265 | 1218 | 82900
li1 | - | 34991 | -
met4 | 0.190 | 74 | 28600
met1 | 0.369 | 43238 | 150000
met2 | 0.441 | 6064 | 208000
met5 | 0.0650 | - | 2120
-- layout make-up --
class,count,area (um^2),area share
Sequential cell,2048,61500,0.424
Multi-Input combinational cell,4574,57700,0.398
Clock inverter,2235,9750,0.0673
Clock buffer,247,6180,0.0426
Tap cell,4100,5130,0.0354
Timing Repair Buffer,552,4490,0.0310
Antenna cell,85,213,0.00147
Inverter,5,18.8,0.000129
Power and IR drop assume default switching activity.
