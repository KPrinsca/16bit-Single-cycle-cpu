## ./run.sh

```bash
#!/bin/bash
# OpenROAD 26Q1-2900-gdf79404cd8, Yosys 0.63+post, stock flow scripts
make -C /OpenROAD-flow-scripts/flow DESIGN_CONFIG=/design/flow/config.mk WORK_HOME=/design/flow/orfs finish
```

## ./config.mk

```make
export PLATFORM = sky130hd
export DESIGN_NAME = Instruction_Memory
export DESIGN_NICKNAME = Instruction_Memory
export VERILOG_FILES = /design/flow/design.v
export SDC_FILE = /design/flow/constraint.sdc
export NUM_CORES = 4
export LEC_CHECK = 1
export CORE_AREA = 10 10 79 79
export DIE_AREA = 0 0 89 89
```

## ./constraint.sdc

```tcl
current_design Instruction_Memory

set clk_period 2.5
set clk_io_pct 0.2

create_clock -name clk0 -period $clk_period

set non_clock_inputs [all_inputs -no_clocks]
set_input_delay [expr $clk_period * $clk_io_pct] -clock clk0 $non_clock_inputs
set_output_delay [expr $clk_period * $clk_io_pct] -clock clk0 [all_outputs]
```

## ./design.v

```verilog
 module Instruction_Memory(
    input [15:0] Instruct_In,
    output [15:0] Address_Read
    );
      reg [7:0] Memory [0:255];
integer i;
    initial begin
       for (i = 0; i < 256; i = i + 1) begin
           Memory[i] = 8'b0;
       end
        end
        initial begin
        {Memory[0],Memory[1]} = 16'hffff;
        Memory[2]  = 8'b0011_0001;   
        Memory[3]  = 8'b0001_0010; 
        Memory[4]  = 8'b0011_0100;  
        Memory[5]  = 8'b0001_0011;  
        Memory[6]  = 8'b0000_0001;   
        Memory[7]  = 8'b0100_0000;  
        Memory[8]  = 8'b0000_0010; 
       Memory[9]  = 8'b0100_0001; 
       Memory[10] = 8'b0001_0110;  
       Memory[11] = 8'b0001_0110; 
       Memory[12] = 8'b0000_0100; 
       Memory[13] = 8'b0001_0000; 
       Memory[14] = 8'b0010_0100; 
       Memory[15] = 8'b0001_0010; 
       Memory[16] = 8'b0001_0111; 
       Memory[17] = 8'b0010_0100; 
       Memory[18] = 8'b0100_0001; 
       Memory[19] = 8'b0001_0010; 
       Memory[20] = 8'b0011_1010;  
       Memory[21] = 8'b0011_0101;  
       Memory[22] = 8'b0000_0000;  
       Memory[23] = 8'b0000_0011;  
       Memory[24]  = 8'b0000_0111;   
       Memory[25]  = 8'b0010_0010; 
       Memory[26]  = 8'b0110_0000;   
       Memory[27]  = 8'b0000_0101; 
       Memory[38]  = 8'b0000_0001;   
       Memory[39]  = 8'b0010_0011; 
       Memory[40]  = 8'b0101_0000;  
       Memory[41]  = 8'b0100_1010;  
    end
       assign Address_Read = {Memory[Instruct_In],Memory[Instruct_In+1]};
endmodule
```

==> tab_implementation.tex <==
% Synthesis and place-and-route results
\begin{tabular}{lr}
\hline
Metric & Value \\
\hline
\multicolumn{2}{l}{\textbf{Run status}} \\
\quad Result of the run & finished with violations \\
\quad Failing checks & setup timing \\
\multicolumn{2}{l}{\textbf{Timing}} \\
\quad Setup repair after global routing missed its margin & true \\
\quad Hold violation total from the final report & 0 \\
\quad Fin worst setup slack & -107 ps \\
\quad Final critical-path required period & 2610 ps \\
\quad Transition at the pin with the smallest max-transition slack & 474 ps \\
\quad Final Max Slew Viols & 0 \\
\quad Top achievable clock speed & 384 MHz \\
\quad Hold WS & 1540 ps \\
\quad Number of setup violations in the final report & 5 \\
\quad Share of the clock period used by the worst path & 104\% \\
\quad Slew HR & 68.2\% \\
\quad TNS Setup & -291 ps \\
\multicolumn{2}{l}{\textbf{Routing}} \\
\quad Post-detailed-route DRC marker count & 0 \\
\quad Via count & 1,850 \\
\quad DRT antenna net count & 0 \\
\quad Routed length per instance & 16.0 um \\
\quad Post-Route WL & 5360 um \\
\quad First-pass iteration count of the detailed router & 5 \\
\quad Count of antenna diodes in the layout & 0 \\
\quad Starting DRT DRC Count & 233 \\
\quad Via density & 5.54 \\
\multicolumn{2}{l}{\textbf{Final layout}} \\
\quad Area growth from synthesis to final layout & 107\% \\
\quad Total non-filler cell area in the finished layout & 2340 um2 \\
\quad Number of sequential cells & 0 \\
\quad Flip-flop and latch area & 0 um2 \\
\quad Share of final-layout standard cells stronger than drive strength 1 & 54.3\% \\
\quad Layout clock buffers & 0 \\
\quad Total of fill cells in the finished design & 399 \\
\quad Count of placed standard cells in the final layout, fillers left out & 334 \\
\multicolumn{2}{l}{\textbf{Worst setup path}} \\
\quad Sequence of cells on the critical path & buf\_8 > ha\_4 > buf\_6 > buf\_6 > xor2\_2 > o2bb2ai\_1 > buf\_4 > buf\_6 > a32o\_1 > nor2\_1 > a221oi\_1 > buf\_2 \\
\quad Top cell by count, worst path & sky130\_fd\_sc\_hd\_\_buf\_6 \\
\quad Family of cells with the greatest summed delay on the critical path & buffers and inverters \\
\quad Peak fanout along the critical path & 3 \\
\quad Arrival time of the worst setup path & 2110 ps \\
\quad Required @ worst endpoint & 2000 ps \\
\quad CP Capture Type & output port \\
\quad Slowest library cell on the worst path & sky130\_fd\_sc\_hd\_\_a221oi\_1 \\
\quad Worst setup path class & input port to output port \\
\quad Buf/Inv on CP & 6 \\
\quad Startpoint type of the worst setup path & input port \\
\quad Crit-path max cell delay & 240 ps \\
\multicolumn{2}{l}{\textbf{Flow run}} \\
\quad Tool warnings & 48 \\
\quad Total of max-cap violations & 0 \\
\multicolumn{2}{l}{\textbf{Die}} \\
\quad Chip area & 7920 um2 \\
\quad Die width & 89 um \\
\quad \# IOs & 32 \\
\quad Core Util at FP & 24.3\% \\
\quad \# rows & 25 \\
\quad Core area & 4660 um2 \\
\quad Vertical die dimension & 89 um \\
\multicolumn{2}{l}{\textbf{Hold path}} \\
\quad Class of the most critical hold timing path & input port to output port \\
\multicolumn{2}{l}{\textbf{Global route}} \\
\quad Largest net degree at the start of global routing & 24 \\
\quad Total GRT Usage & 12.8\% \\
\quad Number of antenna violations at the first check in global routing & 0 \\
\quad Via count of the first global-routing pass & 1,716 \\
\quad First-pass GRT wire length & 8330 um \\
\quad Overall overflow remaining after global route & 0 \\
\multicolumn{2}{l}{\textbf{Pwr}} \\
\quad Leakage power total & 1.01 nW \\
\quad Pwr per Cell Area & 194 nW/um2 \\
\quad Peak supply drop & 0.135 mV \\
\quad Power consumption & 0.000453 W \\
\multicolumn{2}{l}{\textbf{Placed design}} \\
\quad Post-detailed-placement cell area & 1820 um2 \\
\quad GP Congestion & 1.00 \\
\quad Port buffer count & 24 \\
\quad Placed instance count & 308 \\
\quad DP HPWL & 3480 um \\
\multicolumn{2}{l}{\textbf{Logic synthesis}} \\
\quad Area of the mapped netlist & 1130 um2 \\
\quad Portion of the post-synthesis area used by sequential elements & 0\% \\
\quad Count of mapped cells out of synthesis & 186 \\
\quad Number of warnings reported in the yosys synthesis log & 1 \\
\quad Yosys-reported design area after synthesis & 1130 um2 \\
\quad Yosys Instances & 186 \\
\quad Cell Type Count & 52 \\
\quad Average cell area after synthesis & 6.08 um2 \\
\hline
\end{tabular}
[layer usage]
metal | global-route usage, % | wire length [um]
met1 | 18.7 | 2470
met2 | 20.7 | 2470
met3 | 0.826 | 358
met4 | 1.30 | 61
met5 | 0 | 0
[synthesized netlist by cell type, drive strengths merged (2+ instances only)]
cell type | number | area, um2
nand2 | 17 | 63.8
and3 | 5 | 31.3
xor2 | 3 | 26.3
or3 | 4 | 25.0
nor2 | 20 | 75.1
o211ai | 2 | 15.0
o21ai | 12 | 60.1
a211o | 3 | 26.3
inv | 7 | 26.3
a21o | 2 | 15.0
nand3 | 10 | 50.1
xnor2 | 5 | 70.1
a32oi | 2 | 17.5
a2111oi | 2 | 18.8
nand4 | 2 | 12.5
buf | 10 | 56.3
a221oi | 2 | 17.5
o311ai | 2 | 17.5
a211oi | 6 | 45.0
nor3 | 6 | 30.0
a21oi | 26 | 134
a31oi | 5 | 31.3
ha | 7 | 87.6
clkbuf | 8 | 30.0
[final timing paths]
kind                  startpoint  cells after the start                to  slack, ps
setup / recovery  Instruct_In[0]                     12   Address_Read[6]       -110
hold / removal    Instruct_In[5]                      4  Address_Read[10]       1540
[logic make-up (layout without fill, tap and decap cells)]
kind of cell | after synthesis | after routing | synth area share [%]
AND/OR/NAND/NOR | 69 | 69 | 28.5
XOR/XNOR | 8 | 8 | 8.52
AND-OR/OR-AND | 76 | 76 | 44.4
multiplexers | 1 | 1 | 0.885
adder cells (fa/ha/maj) | 7 | 7 | 7.74
buffers and inverters | 25 | 119 | 9.96
[cell usage in the layout, fill, tap and decap left out, types with 2 or more instances in the layout]
cell type and instances:
sky130_fd_sc_hd__buf_4 73, sky130_fd_sc_hd__a21oi_1 20, sky130_fd_sc_hd__nand2_1 16, sky130_fd_sc_hd__buf_6 14, sky130_fd_sc_hd__nor2_1 12, sky130_fd_sc_hd__nand3_1 7, sky130_fd_sc_hd__dlygate4sd2_1 7, sky130_fd_sc_hd__buf_2 7
sky130_fd_sc_hd__nor2_2 6, sky130_fd_sc_hd__a21oi_2 6, sky130_fd_sc_hd__o21ai_1 6, sky130_fd_sc_hd__a211oi_1 5, sky130_fd_sc_hd__o21ai_0 5, sky130_fd_sc_hd__inv_2 4, sky130_fd_sc_hd__or3_1 4, sky130_fd_sc_hd__nor3_1 4
sky130_fd_sc_hd__a31oi_1 4, sky130_fd_sc_hd__ha_4 4, sky130_fd_sc_hd__xnor2_4 3, sky130_fd_sc_hd__and3_1 3, sky130_fd_sc_hd__a211o_1 3, sky130_fd_sc_hd__buf_8 3, sky130_fd_sc_hd__nand4_1 2, sky130_fd_sc_hd__inv_4 2
sky130_fd_sc_hd__nor2_4 2, sky130_fd_sc_hd__nand3_2 2, sky130_fd_sc_hd__and3_4 2, sky130_fd_sc_hd__xor2_1 2, sky130_fd_sc_hd__a32oi_1 2, sky130_fd_sc_hd__a21o_1 2, sky130_fd_sc_hd__a2111oi_4 2, sky130_fd_sc_hd__o211ai_1 2
sky130_fd_sc_hd__nor3_2 2, sky130_fd_sc_hd__ha_2 2, sky130_fd_sc_hd__clkdlybuf4s50_1 2, sky130_fd_sc_hd__clkbuf_2 2, sky130_fd_sc_hd__buf_12 2
[tightest hold or removal path, stage by stage]
cell and delay [ps]:
sky130_fd_sc_hd__dlygate4sd2_1 230, sky130_fd_sc_hd__buf_4 180, sky130_fd_sc_hd__a2111oi_4 60, sky130_fd_sc_hd__clkbuf_2 80
[stage by stage]
stage	worst slack [ps]	utilization [%]
global placement	-982	39.0
floorplan	-12.5	-
CTS	-148	48.0
detailed placement	-1000	39.0
global route	-176	50.2
finish	-107	50.2
[power by group]
| part | total [W] | leakage, nW | switching, W | internal (W) |
|---|---|---|---|---|
| clock network | 0 | 0 | 0 | 0 |
| registers | 0 | 0 | 0 | 0 |
| logic | 0.000453 | 1.01 | 0.000222 | 0.000231 |
[timing repair]
| item | in CTS | in global routing |
|---|---|---|
| cloned | 0 | 0 |
| hold buffers | 0 | 0 |
| gates resized | 122 | 24 |
| setup buffers | 23 | 4 |
| pin swaps | 25 | 18 |
| setup endpoints to repair | 16 | 12 |
| endpoints found under the hold margin | 0 | 0 |
[final cells by class]
type                       count  area [um2]  area share, %
timing repair buffer         112         941           40.2
tap                           54        67.6           2.89
multi-input combinational    161        1300           55.6
inverter                       7        31.3           1.34
Power is estimated from default activity; no workload was simulated.
