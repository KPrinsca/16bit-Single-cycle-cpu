==> design.v <==
module Register_File(
    input [3:0] Read_Reg_Add1,
    input [3:0] Read_Reg_Add2,
  input [3:0] Write_Reg,
    input [15:0] Write_Data,
    input RegWrite,
    input clk,
    output [15:0] Read_Data1,
    output [15:0] Read_Data2
    );
     reg [15:0] Registers [15:0];
integer i;
   initial begin
        for (i = 0; i < 16; i = i + 1)
          Registers[i] = 16'b0000000000000000;
	end
   assign  Read_Data1 = Registers[Read_Reg_Add1];
   assign Read_Data2 = Registers[Read_Reg_Add2];
	always @(negedge clk)
   begin
        if (RegWrite) begin
            Registers[Write_Reg] <= Write_Data;
            end
     end      
endmodule 
==> run.sh <==
#!/bin/bash
# OpenROAD 26Q1-2900-gdf79404cd8, Yosys 0.63+post, stock flow scripts
make -C /OpenROAD-flow-scripts/flow DESIGN_CONFIG=/design/flow/config.mk WORK_HOME=/design/flow/orfs finish
==> config.mk <==
export PLATFORM = sky130hd
export DESIGN_NAME = Register_File
export DESIGN_NICKNAME = Register_File
export VERILOG_FILES = /design/flow/design.v
export SDC_FILE = /design/flow/constraint.sdc
export NUM_CORES = 4
export LEC_CHECK = 1
export CORE_UTILIZATION = 40
==> constraint.sdc <==
current_design Register_File

set clk_period 3.0
set clk_io_pct 0.2

create_clock -name clk0 -period $clk_period [get_ports {clk}]

set non_clock_inputs [all_inputs -no_clocks]
set_input_delay [expr $clk_period * $clk_io_pct] -clock clk0 $non_clock_inputs
set_output_delay [expr $clk_period * $clk_io_pct] -clock clk0 [all_outputs]
==> impl_metrics.json <==
{
  "outcome": "finished with violations",
  "violations": "negative setup slack",
  "dp_slack_ps": -785,
  "die_h_microns": 173,
  "topCellsByArea": "edfxtp_1, mux4_2, mux4_1",
  "dp_cells": 1029,
  "grt.overflow.total": 0,
  "syn-cell-area_sq_um": 11700,
  "worstMarginPinSlew_ps": 298,
  "hold_viol": 0,
  "antenna_found_initial": 0,
  "num_rows": 62,
  "largest_register": "Registers",
  "area_delta_synth_final_pct": 35.1,
  "grt_max_degree": 36,
  "fillers": 2169,
  "cts.sinks": 256,
  "antenna_cells": 0,
  "ys_cells": 554,
  "io_pins": 62,
  "path_class": "reg -> out",
  "design_area_sq_um": 15800,
  "numCtsBuffers": 28,
  "yosysTopAreaCell": "edfxtp_1",
  "slew-limit-headroom": 0.800,
  "yosys_warnings": 1,
  "p_per_area_nw_per_um2": 596,
  "m1WireLength_microns": 9870,
  "power_mw": 9.40,
  "arrival_ps": 3500,
  "first_pass_iters": 4,
  "ys_types": 22,
  "largest_reg_flops": 256,
  "reg_top3": "Registers x256",
  "coreArea_sq_um": 28700,
  "top_area_frac": 0.659,
  "setup_viol": 32,
  "timing.final.ws_setup_ps": -1100,
  "hold_class": "in -> out",
  "synthCells": 554,
  "num_vias": 7211,
  "cts_tree": "yes",
  "crit_required_ps": 2400,
  "critPathLaunchType": "flop",
  "routed-wl-met2_microns": 14000,
  "dp_hpwl_microns": 16900,
  "utilization": 0.549,
  "drive_above_1_share": 0.389,
  "final_cell_count_no_fill": 1345,
  "clkSlewWorstSetupHoldPaths_ps": 30,
  "power.leakage_nw": 6.16,
  "top_layer_used": "met5",
  "wl_met3_microns": 5440,
  "hold_slack_ps": 1940,
  "ant_nets": 0,
  "ys.flops": 256,
  "root_buffer": "clkbuf_16",
  "irDropWorstVdd_v": 0.000401,
  "end_kind": "output pin",
  "cap_viol_max_count": 0,
  "chipArea_sq_um": 29900,
  "wl_per_cell_microns": 22.2,
  "maxSlewViolCount": 0,
  "route.detailed.drc": 0,
  "htree_levels": 1,
  "routabilityCongestion": 0.802,
  "grt_pass1_vias": 8855,
  "syn_area_per_cell_sq_um": 21.1,
  "rsz0062_at_grt": "true",
  "whs_path_depth": 6,
  "hold_end": "Read_Data2[15]",
  "cp_max_fo": 2,
  "grt_pass1_wl_microns": 46100,
  "ys_area_sq_um": 11700,
  "clockBufferDepth": 3,
  "grt_use_total": 0.231,
  "fin_setup_tns_ps": -31220,
  "min_from": "Read_Reg_Add2[1]",
  "fp_util": 0.407,
  "die_w_microns": 173,
  "placed_area_sq_um": 13600,
  "port_buffers": 61,
  "yosysSeqAreaShare": 0.659,
  "vias_per_cell": 5.36,
  "warning_count": 284,
  "drt_iter0_drc": 357,
  "wl_microns": 29800
}
[what timing repair did]
item                       CTS  global route
hold buffers                 0             0
setup buffers               12             0
pin swaps                   59            47
resized                    158            16
setup endpoints to repair  237            57
cloned                       3             0
[layout by cell type, fill, tap and decap left out, drive strengths merged]
master,instances
clkinvlp,3
nor2,14
nand3,1
nor2b,4
mux4,128
nand2,33
nand3b,2
clkinv,3
buf,125
clkdlybuf4s50,20
nor3,4
a22oi,64
edfxtp,256
bufinv,2
inv,265
clkbuf,29
dlygate4sd2,2
nand2b,2
bufbuf,1
or3b,1
and2,2
[cell usage after synthesis (all sizes together)]
cell type  count
nand2         33
or3b           1
inv            1
edfxtp       256
nand3          1
nor3           4
clkbuf        18
nand3b         2
a22oi         64
and2           2
buf           24
nand2b         2
mux4         128
nor2b          4
nor2          14
[cells by family (layout without fill, tap and decap cells)]
family                 after synthesis  after routing  share of synthesized area
muxes                              128            128                      0.254
and+or+nand+nor                     63             63                     0.0236
buffers and inverters               43            450                     0.0225
DFF                                256            256                      0.659
AOI/OAI and AO/OA                   64             64                     0.0412
[metal layers]
layer  up-vias  global-route usage
li1       3216                   -
met1      3483               0.250
met2       469               0.314
met3        41               0.227
met4         2              0.0741
met5         -              0.0128
[worst max-delay path, stage by stage, from the launching register on]
cell and delay (ps):
edfxtp_1 380, buf_4 150, mux4_2 480, a22oi_2 190
nand2_1 110, buf_2 130
[worst max-delay path by stage]
stage / from / to
6_report: Registers[3][10] / Read_Data1[10]
4_1_cts: Registers[3][10] / Read_Data1[10]
5_1_grt: Registers[3][10] / Read_Data1[10]
[area by class of cell]
cell class,count,area [sq um],area share
sequential,256,7690,0.488
multi-input combinational,255,4080,0.259
timing repair buffer,148,1690,0.107
clock inverter,273,1100,0.0700
clock buffer,29,726,0.0460
tap,384,480,0.0305
[where the power goes]
group	internal (mW)	leakage (nW)	switching, mW
clock network	2.36	1.81	2.15
logic	0.423	2.04	0.396
registers	4.04	2.31	0.0282
Power and IR drop assume default switching activity.
